[flow/constraint.sdc]
current_design controller

set clk_period 2.7
set clk_io_pct 0.2

create_clock -name clk0 -period $clk_period [get_ports {bus_clk}]

set non_clock_inputs [all_inputs -no_clocks]
set_input_delay [expr $clk_period * $clk_io_pct] -clock clk0 $non_clock_inputs
set_output_delay [expr $clk_period * $clk_io_pct] -clock clk0 [all_outputs]
[flow/config.mk]
export PLATFORM = sky130hd
export DESIGN_NAME = controller
export DESIGN_NICKNAME = controller
export VERILOG_FILES = /design/flow/design.v
export SDC_FILE = /design/flow/constraint.sdc
export NUM_CORES = 4
export LEC_CHECK = 1
export CORE_AREA = 10 10 75 75
export DIE_AREA = 0 0 85 85
[flow/run.sh]
#!/bin/bash
# OpenROAD 26Q1-2900-gdf79404cd8, Yosys 0.63+post, stock flow scripts
make -C /OpenROAD-flow-scripts/flow DESIGN_CONFIG=/design/flow/config.mk WORK_HOME=/design/flow/orfs finish
[flow/design.v]
`timescale 1ns / 1ps
module controller(
    input   wire    bus_clk,
    input   wire    rst,
    output  wire    fifo_host_to_fpga_rden_1st, 
    input   wire    fifo_host_to_fpga_empty_1st,
    output  wire    fifo_host_to_fpga_rden_2nd, 
    input   wire    fifo_host_to_fpga_empty_2nd,
    output  wire    fifo_fpga_to_host_wren, 
    input   wire    fifo_fpga_to_host_full,    
    output  wire    a_valid,
    input   wire    a_ready,
    input   wire    result_valid,
    output  wire    result_ready,
    output  wire    fifo_selector,
    output  wire    a_selector,
    output  wire    waiting_frame_en,
    output  wire    a_last,
    input  wire     result_last
    );
    localparam read_fifo_state  = 3'd0;
    localparam adding_state     = 3'd1;
    localparam reconfig_state   = 3'd2;
    localparam write_fifo_state = 3'd3;
    localparam waiting_state    = 3'd4;
    reg     [2:0]   state;
    wire    [2:0]   next_state;
    reg     [7:0]   frame_cnt;
    reg             fifo_selector_reg;
    wire            counter_rst, counter_en, reconfig;
    wire            empty_singal;
    assign fifo_selector = fifo_selector_reg;
    assign empty_singal = (fifo_selector == 1'b0) ? fifo_host_to_fpga_empty_1st : fifo_host_to_fpga_empty_2nd;
    always @(posedge bus_clk) begin
        if (rst || counter_rst)
            frame_cnt <= 8'd0;
        else if (counter_en)
            frame_cnt <= frame_cnt + 8'd1;
    end
    always @(posedge bus_clk) begin
        if (rst)
            fifo_selector_reg <= 1'd0;
        else if (reconfig)
            fifo_selector_reg <= 1'd1;
    end
    always @(posedge bus_clk) begin
        if (rst)
            state <= 3'd0;
        else
            state <= next_state;
    end
    assign next_state = (state == read_fifo_state) ? 
                            (empty_singal) ? read_fifo_state :
                            (!a_ready  ) ? waiting_state :
                            adding_state :
                        (state == adding_state) ?
                            (frame_cnt < 127) ? read_fifo_state :
                            (fifo_selector == 1'b0) ? reconfig_state:
                            write_fifo_state :
                        (state == reconfig_state) ? read_fifo_state :
                        (state == write_fifo_state) ? 
                            (fifo_fpga_to_host_full || result_last == 1'b0) ? write_fifo_state : 
                            read_fifo_state :
                        (state == waiting_state) ? 
                            (!a_ready  ) ? waiting_state :
                            adding_state : 3'bx;
   assign fifo_host_to_fpga_rden_1st    = (fifo_selector == 1'b0 && state == read_fifo_state) ? 1'b1 : 1'b0;
   assign fifo_host_to_fpga_rden_2nd    = (fifo_selector == 1'b1 && state == read_fifo_state) ? 1'b1 : 1'b0;
   assign fifo_fpga_to_host_wren        = (state == write_fifo_state && result_last == 1'b1) ? 1'b1 : 1'b0;
   assign a_valid                       = (state == adding_state) ? 1'b1 : 1'b0;
   assign result_ready                  = (state == reconfig_state) ? 1'b0 : 1'b1;
   assign a_selector                    = (state == waiting_state) ? 1'b1 : 1'b0;
   assign reconfig                      = (state == reconfig_state) ? 1'b1 : 1'b0;
   assign waiting_frame_en              = (state == waiting_state) ? 1'b1 : 1'b0;
   assign counter_en                    = (state == adding_state) ? 1'b1 : 1'b0;
   assign counter_rst                   = (state == reconfig_state || state == write_fifo_state) ? 1'b1 : 1'b0;
   assign a_last                        = (state == adding_state && frame_cnt == 127 && fifo_selector == 1'b1) ? 1'b1 : 1'b0;
endmodule
module sum(
    input   wire            bus_clk,
    input   wire            rst,
    output  wire            fifo_host_to_fpga_rden_1st, 
    input   wire            fifo_host_to_fpga_empty_1st,
    output  wire            fifo_host_to_fpga_rden_2nd, 
    input   wire            fifo_host_to_fpga_empty_2nd,
    output  wire            fifo_fpga_to_host_wren, 
    input   wire            fifo_fpga_to_host_full,
    input   wire    [31:0]  fifo_host_to_fpga_dout_1st,
    input   wire    [31:0]  fifo_host_to_fpga_dout_2nd,
    output  wire    [31:0]  fifo_fpga_to_host_din
    );
    reg  [31:0] sum_reg, waiting_frame;
    wire [31:0]   fifo_data, adder_a_tdata;
    wire a_valid,   a_ready,   result_ready, result_valid, a_last, result_last;
    wire fifo_selector, a_selector, sum_reg_en, waiting_frame_en;
    assign fifo_data = (fifo_selector == 1'b0) ? fifo_host_to_fpga_dout_1st : fifo_host_to_fpga_dout_2nd;
    assign adder_a_tdata = (a_selector == 1'b0) ? fifo_data : waiting_frame;
    controller control_path(
        .bus_clk(bus_clk),
        .rst(rst),
        .fifo_host_to_fpga_rden_1st(fifo_host_to_fpga_rden_1st), 
        .fifo_host_to_fpga_empty_1st(fifo_host_to_fpga_empty_1st),
        .fifo_host_to_fpga_rden_2nd(fifo_host_to_fpga_rden_2nd), 
        .fifo_host_to_fpga_empty_2nd(fifo_host_to_fpga_empty_2nd),
        .fifo_fpga_to_host_wren(fifo_fpga_to_host_wren), 
        .fifo_fpga_to_host_full(fifo_fpga_to_host_full),    
        .a_valid(a_valid),
        .a_ready(a_ready),
        .result_valid(result_valid),
        .result_ready(result_ready),
        .fifo_selector(fifo_selector),
        .a_selector(a_selector),
        .waiting_frame_en(waiting_frame_en),
        .a_last(a_last),
        .result_last(result_last)
    );
    always @(posedge bus_clk) begin
        if (rst)
            waiting_frame <= 32'd0;
        else if (waiting_frame_en)
            waiting_frame <= fifo_data;
    end
    floating_point_0 accumulator(
        .aclk(bus_clk),
        .s_axis_a_tvalid(a_valid),
        .s_axis_a_tready(a_ready),
        .s_axis_a_tdata(adder_a_tdata),
        .s_axis_a_tlast(a_last),
        .m_axis_result_tvalid(result_valid),
        .m_axis_result_tready(result_ready),
        .m_axis_result_tdata(fifo_fpga_to_host_din),
        .m_axis_result_tlast(result_last)
    );
endmodule
==> flow_summary.rst <==
Flow metrics
------------

.. list-table::
   :header-rows: 1

   * - Metric
     - Value
   * - Power density over the cells
     - 475.1 nW/um2
   * - Num ports
     - 17
   * - Die H
     - 85 um
   * - Post-layout min period
     - 2.348 ns
   * - Main area contributors
     - dfxtp_1, nor2_1, xor2_1
   * - Layout cell share with drive strength beyond 1
     - 8.333%
   * - Switching Power
     - 0.00008197 W
   * - Area share of the largest cell type after synthesis
     - 43.58%
   * - Library cell occupying the most area in the post-synthesis netlist
     - dfxtp_1
   * - Power Internal
     - ~0.00033 W
   * - Total die area
     - approximately 7200 um2
   * - Aggregate global routing overflow
     - 0
   * - Count of max-cap constraint violations
     - 0
   * - Via count of the first global-routing pass
     - 504
   * - DRT Wirelength
     - 1.357 mm
   * - Final HPWL DP
     - 1.023 mm
   * - Number of buffers inserted by hold repair at cts
     - 0
   * - Register bit count reported by yosys
     - 14
   * - Count of different cell masters after synthesis
     - 30
   * - Total clock buffers created by CTS
     - 3
   * - Number of warnings printed during yosys synthesis
     - 1
   * - Most common logic cell in the routed design
     - clkdlybuf4s50_1
   * - Number of flip-flops under the largest register name
     - 8
   * - Row cnt
     - 23
   * - Initial antenna violation count
     - 0
   * - Kind of end point of the critical path
     - output port
   * - DR WL met3
     - 142 um
   * - Number of search-and-repair iterations in the first detailed-routing pass
     - 4
   * - Multi-input combinational cell area
     - between 300 and 400 um2
   * - Fraction of power consumed by combinational cells
     - roughly 7.4%
   * - Post-route clock period utilization
     - 86.95%
   * - Required time at the worst-slack endpoint
     - 2.16 ns
   * - Post-DRT Antenna Nets
     - 0
   * - RD Place Congestion
     - 0.7918
   * - Cell count after synthesis
     - 70
   * - Worst r2r dst
     - frame_cnt[7]
   * - Post-synthesis chip area from yosys
     - 643.1 um2
   * - Cell count after placement
     - 131
   * - Sum of routed wire segments on met1
     - 687 um
   * - Max-slew violation total from the final report
     - 0
   * - Input/output buffers
     - 15
   * - Via count
     - roughly 540
   * - Reg2reg start
     - state[3]
   * - Cell at the root of the clock tree
     - clkbuf_8
   * - Storage cell area
     - 280.3 um2
   * - Detailed Route Iter0 Violations
     - 28
   * - Hold Path End
     - fifo_selector_reg
   * - Synthesized-area fraction occupied by ao, oa, aoi and oai cells
     - 11.48%
   * - Yosys Instances
     - 70
   * - Synthesis-to-finish area growth
     - 34.63%
   * - Pre-CTS setup slack
     - 0.5749 ns
   * - Post-synthesis sequential area ratio
     - 43.58%
   * - Peak VDD IR
     - 147.0 uV
   * - Sum Neg Setup Slack
     - 0 ns
   * - Status
     - finished clean
   * - Average wire length per cell after detail routing
     - 10.13 um
   * - GR Util All Layers
     - 3.644%
   * - Setup repair after global routing missed its margin
     - false
   * - Post-route DRC
     - 0
   * - Cell Area, Synth
     - 643.1 um2
   * - Total number of warnings across the stage logs
     - 26
   * - Most frequent cells in the layout
     - clkdlybuf4s50_1, dfxtp_1, nor2_1
   * - Antenna cell count
     - 0
   * - Hold crit path type
     - register to register
   * - Register-to-Register Path Depth
     - 3
   * - Deepest level of the CTS H-tree
     - 1
   * - Clock latency on the worst-skew pair
     - approximately 0.24 ns
   * - Synth Area in Adders
     - between 1.5 and 2%
   * - Tightest hold margin
     - 0.4961 ns
   * - DR vias/cell
     - ~4
   * - Upper clock frequency limit
     - 0.4260 GHz
   * - Final setup skew
     - 0.0007646 ns
   * - Switching part of the total power
     - 19.93%
   * - XOR-XNOR Cells, Area Fraction
     - 5.447%
   * - Cell depth of the worst min-delay path
     - 2
   * - Flop2flop setup slack
     - 1.33 ns
   * - Pin count of the biggest net entering global routing
     - 11
   * - Share of cell area taken by muxes after synthesis
     - 3.307%
   * - Area of the core region
     - between 4000 and 5000 um2
   * - Relative contribution of sequential cells to total power
     - between 50% and 60%
   * - Critical path peak fanout
     - 4
   * - Worst hold start
     - state[2]
   * - Least-Margin Pin Slew
     - 0.4295 ns
   * - Horizontal die dimension
     - 85 um
   * - Dominant combinational family
     - simple AND/OR/NAND/NOR gates
   * - CP Launch Type
     - register
   * - Topmost layer with routed signal wires
     - met3
   * - Hold Violations, Final
     - 0
   * - Worst Setup Slack, final
     - 0.3525 ns
   * - Cell Count, Final, Fillers Out
     - 134
   * - Number of gates resized after cts
     - 0
   * - Starting utilization of the core area
     - 15.85%
   * - Global-route wire length before repair
     - 2.214 mm
   * - Simple-Gate Area Share
     - roughly 27%
   * - Clock transition at the register clock pins on the worst setup and hold paths after CTS
     - approximately 0.050 ns
   * - Number of buffers added for setup after CTS
     - 0
   * - Relative slew slack
     - 71.33%
   * - Clock sink count
     - 14
   * - Routed wl met2
     - 527 um
   * - Leakage
     - 0.3111 nW
   * - Clock tree from TritonCTS
     - yes
   * - Post-synthesis average cell area
     - 9.187 um2
   * - Number of buffers on the longest clock path
     - 2
   * - Final setup viols
     - 0
   * - Number of inserted filler cells in the final layout
     - 426
   * - Part of the total power dissipated in the clock network
     - 40.1%
   * - Critical setup path kind
     - register to output port
   * - Worst Path Arrival
     - 1.81 ns
==> worst max path at each step <==
stage,slack (ns),endpoint,start
after global routing,0.23,a_last,frame_cnt[0]
final,0.35,a_last,frame_cnt[0]
after CTS,0.35,a_last,frame_cnt[0]
==> cells by family (layout without fill, tap and decap cells) <==
logic type	count (synthesis)	after routing
XOR/XNOR	4	4
AND-OR/OR-AND	11	11
flip-flops	14	14
adder cells (fa/ha/maj)	1	1
buffers and inverters	8	22
multiplexers	2	2
AND/OR/NAND/NOR	30	30
==> layer usage <==
layer | up-vias | global-route usage (%)
met2 | 16 | 4.973
li1 | 271 | -
met3 | 0 | 2.601
met5 | - | 0
met1 | 249 | 4.732
met4 | 0 | 0.2994
==> power groups by stage <==
| stage | registers, W | logic [W] | clock network, W |
|---|---|---|---|
| CTS | 0.000216 | 0.0000310 | 0.000169 |
| global route | 0.000217 | 0.0000340 | 0.000181 |
| finish | 0.000216 | 0.0000305 | 0.000165 |
==> stage by stage <==
stage | cell area, um2 | total power, W | utilization (%)
after detailed placement | 824.5 | 0.0002512 | 20.32
final | 865.8 | 0.0004113 | 21.34
after floorplan | 643.1 | 0.0002360 | -
after global placement | 824.5 | 0.0002500 | 20.32
after global routing | 865.8 | 0.0004313 | 21.34
after CTS | 865.8 | 0.0004161 | 21.34
==> cell usage after synthesis <==
master / count
nand2_1: 3
nor4b_1: 1
o21ba_2: 1
xor2_1: 3
mux2_2: 1
nor2b_1: 1
mux2i_1: 1
o21ai_0: 3
buf_6: 1
a41o_1: 1
nor3_1: 1
buf_4: 2
a21oi_1: 3
and2_1: 2
o21bai_1: 1
a211oi_1: 1
nand4_2: 1
nand3_1: 2
xnor2_1: 1
dfxtp_1: 14
inv_1: 4
or3_1: 4
nor3b_1: 1
o311ai_0: 1
ha_1: 1
nor3b_2: 1
nand4_1: 3
buf_2: 1
nor2_1: 9
and4b_1: 1
==> area by class of cell <==
class	count	area share, %
Multi-Input combinational cell	48	36.56
Sequential cell	14	32.37
Timing Repair Buffer	15	17.34
Tap cell	50	7.225
Clock buffer	3	4.769
Inverter	4	1.734
==> critical path: stages, from the launching register on <==
cell	delay, ns
dfxtp_1	0.39
ha_1	0.23
nand4_1	0.14
nor2_1	0.13
and4b_1	0.20
clkdlybuf4s50_1	0.47
Power figures rest on the tool's default switching activity, not on a simulated workload.
